===== flow/constraint.sdc =====
current_design fifo

set clk_period 5.7
set clk_io_pct 0.2

create_clock -name clk0 -period $clk_period [get_ports {clk}]

set non_clock_inputs [all_inputs -no_clocks]
set_input_delay [expr $clk_period * $clk_io_pct] -clock clk0 $non_clock_inputs
set_output_delay [expr $clk_period * $clk_io_pct] -clock clk0 [all_outputs]

===== flow/design.v =====
module fifo(clk,rst,din,wr,rd,dout,full,empty);
input clk,rst,wr,rd;
input [7:0] din;
output reg [7:0] dout;
output  full,empty;
    reg[3:0] wptr = 0 , rptr =0;
    reg[4:0] cnt =0;
    reg[7:0] mem[15:0];
always@(posedge clk) 
    begin
        if(rst==1'b1)
            begin
                wptr <= 0;
                rptr <= 0;
                cnt <= 0;
            end
        else if(wr && !full)
            begin
                mem[wptr] <= din;
                wptr <= wptr +1;
                rptr <= rptr +1;
            end
        else if(rd && !empty)
            begin
                dout <= mem[rptr];
                rptr <= rptr +1;
                cnt <= cnt-1;
            end
         end
          assign empty = (cnt ==0) ? 1'b1 : 1'b0;
      assign full = (cnt ==0) ? 1'b1 : 1'b0;
 endmodule

===== flow/run.sh =====
#!/bin/bash
# OpenROAD 26Q1-2900-gdf79404cd8, Yosys 0.63+post, stock flow scripts
make -C /OpenROAD-flow-scripts/flow DESIGN_CONFIG=/design/flow/config.mk WORK_HOME=/design/flow/orfs finish

===== flow/config.mk =====
export PLATFORM = sky130hd
export DESIGN_NAME = fifo
export DESIGN_NICKNAME = fifo
export VERILOG_FILES = /design/flow/design.v
export SDC_FILE = /design/flow/constraint.sdc
export NUM_CORES = 4
export LEC_CHECK = 1
export CORE_UTILIZATION = 50
export SYNTH_HDL_FRONTEND = slang

==> notes.md <==
Implementation results.

The share of the clock period used by the worst path after layout is between 50% and 60%. The number of warnings issued by yosys is 0. The path depth of the worst reg2reg path is 4. The number of top-level design ports is 22. The clock tree has to reach between 100 and 150 sinks. The count of flip-flops with a built-in enable after synthesis is between 100 and 150. According to the floorplan log, the row count is 39.

Per the final report, max-transition violations number 0. The clock arrives with 5.90 ps of skew. The worst-case IR drop observed on VDD is 294 uV. The clock passes through at most 2 buffers.

The routed design ends up with an antenna cell count of 0. The endpoint of the worst hold-timing path is cnt[0]. The time the final worst path needs with I/O delays and setup is 3380 ps. The count of port buffers added during placement is 21. Per the log, the first TritonRoute iteration ended with a DRC count of around 160. Sequential elements use about three quarters of the synthesized area.

The post-route total power is roughly 2.7 mW. Data on the critical path arrives at its endpoint at ~2200 ps. Setup repair after global routing left no endpoint under its margin. The worst hold path begins at cnt[0]. The number of cells on the worst hold path is 2. The family with the most delay on the worst path is buffers and inverters. The register-to-register path setup slack is 3400 ps. The area of the core is between 10,000 and 15,000 sq um. The run finished with clean final reports. The layout filler cell count is roughly 830. The ratio of routed vias to standard cells is approximately 6. The setup-violating endpoint count in the final report is 0. The sum of net half-perimeters after detailed placement is roughly 7200 um. The number of endpoints with negative hold slack in the final report is 0. In this run the remaining antenna-violating nets after routing total 0.

The final wirelength is between 10,000 and 15,000 um. In this run the critical path is formed by inv_1 > ha_1 > or4b_4 > clkinv_2 > clkdlybuf4s50_1. The finished cells cover between 6000 and 7000 sq um.

The floorplan step defined a die boundary enclosing 12,300 sq um. The maximum fanout count along the critical path is 19. Counting the buffers created by CTS gives 17.

The flow reported a cell area power density of roughly 400 nW/um^2. Setup slack closes at ~2300 ps. Buffers inserted to repair hold after CTS numbered 0.

The first global-routing pass estimated around 18,000 um of wire. The maximum clock frequency is about 300 MHz. The top cell types in the final layout, fill and taps aside, are 136 x edfxtp_1, 22 x nor2_1, 21 x clkdlybuf4s50_1. Per the final layout report, the fraction of cells sized above drive strength 1 comes to 15.2%. The min-delay analysis places its worst path in the category register to register. The number of instances in the synthesized netlist is roughly 320.

The setup fix buffers added after clock tree synthesis is 0. Per the post-run analysis, buffers plus inverters along the critical path come to 3. The root cell of the clock tree is clkbuf_16. The horizontal die size is approximately 110 um.

After clock tree synthesis, the repair step resized 0 gates. In this run the static leakage power is approximately 2.1 nW. The total negative slack is 0 ps.

The number of antenna violations at the first check in global routing came to 0. The fraction of post-synthesis cell area in the top cell type by area is a little under 70%. The total congestion overflow is 0.

The first-pass detailed-route iteration total is 4. The flip-flop and latch count after synthesis is about 150. The startpoint of the worst register-to-register path is rptr[0]. For this configuration, the core starts out at a cell density of about half. The final route contains slightly below 3,000 vias. The number of maximum-capacitance violations recorded for the run is 0. The relative max-transition margin is around half. The placed instances occupy a cell area of between 6000 and 7000 sq um. The average size of a mapped cell is around 19 sq um. The critical register-to-register path endpoint is dout[4]. The chip area line of the yosys report is ~5900 sq um. The routed length per instance is 23.0 um. The clock transition at the register clock pins on the worst setup and hold paths after CTS is about 50 ps. The placer congestion estimate is between 0.7 and 0.8.

The CTS tree is done. The chip height is 111 um. The critical path's slowest cell is or4b_4. The worst setup slack after placement is 2310 ps. The share of synthesized registers carrying an async set or reset is 0%. The transition time recorded at the tightest slew-check pin is between 700 and 800 ps. The post-route DRC violation count is 0. The startpoint class of the critical path is a register. The latest clock arrival within the worst-skew pair is between 400 and 500 ps. Entering global routing, the biggest net connects 30 pins.

Per the synthesis report, the number of distinct cell types is 32. The required time of the critical path is between 4000 and 5000 ps. The tool warning count for the run is 29. The post-synthesis cell type with the largest combined area is edfxtp_1. The main area contributors are edfxtp_1 69%, mux4_2 6.8%, mux4_1 6.2%. The most frequent standard cell in the layout excluding fill and tap cells is edfxtp_1.

The total standard cell area after synthesis is a little under 6000 sq um. The count of H-tree levels built during CTS is 4. The element type at the critical path end is an output pin. Overall routing resource usage recorded by global route was 22.3%.

The timing report gives the biggest stage delay along the critical path as 550 ps. The critical path in this run is classified as register to output pin. Yosys stat counts ~320 cells in the synthesized netlist.

Post-synth the commonest register cell is edfxtp_1. The via count of the first global-routing pass is 3,111. Between the synthesized netlist and the finished layout, the area growth was recorded as 15.0%.
[sequential cells by signal (all words and copies together), names as in the netlist]
register	cells
wptr	4
dout	8
rptr	4
mem	128
cnt	5
[synth_stat cells (4+ instances only)]
library cell and n:
nor2b_1 4, nand2_1 10, clkbuf_1 6, mux4_1 14
buf_2 4, o21ai_0 6, edfxtp_1 136, or4_1 6
mux4_2 18, nor2_1 22, a21oi_1 12, nand3_1 9
o31ai_1 4, a22oi_1 16, inv_1 8, dfxtp_1 13
ha_1 7
[metal layers]
layer	wire (um)	track usage, %	vias up
met4	161	2.67	0
met5	0	2.50	-
li1	-	-	1345
met3	1490	14.5	16
met1	4470	34.5	1461
met2	5350	30.8	130
[cells by family (layout without fill, tap and decap cells)]
logic type	after synthesis	in the layout	share of synthesized area, %
mux	33	33	13.2
simple gates	61	61	5.17
fa+ha+maj	7	7	1.48
compound gates	40	40	4.29
flops	149	149	73.3
buf+inv	26	65	2.53
[power by group]
group | switching (mW) | internal, mW
Clock | 0.411 | 0.683
Sequential | 0.0208 | 1.24
Combinational | 0.209 | 0.165
[per-stage QoR]
stage	hold slack [ps]	utilization [%]	cells
after floorplan	458	-	316
after global routing	535	59.4	498
after global placement	477	54.3	466
after CTS	507	59.4	498
final	502	59.4	498
after detailed placement	499	54.3	466
[area by class of cell]
type                       instances  area, sq um  area share, %
tap                              143          179           2.63
clock inverter                    14          160           2.35
timing repair buffer              24          233           3.42
clock buffer                      18          429           6.30
sequential                       149         4350           63.8
multi-input combinational        141         1430           21.0
inverter                           9         35.0          0.514
[worst reg2reg max path, cell delays in order (launching register included)]
cell and delay, ps:
dfxtp_2 430, buf_4 500, mux4_1 720, a22oi_1 310, nand2_1 80
[worst max path at each step]
stage           end  slack, ps  cells after the start   start
CTS            full       2310                      5  cnt[0]
finish        empty       2320                      5  cnt[0]
global route   full       2210                      5  cnt[0]
No activity file was given, so power comes from the tool's default toggle rates.
